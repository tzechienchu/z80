**design/flow/design.v**
```verilog
module clock(
    input Clk,
    output Clk4,Clk8
    );
	 logic [4:0] clk_div;
	 logic Clock_4,Clock_8;
	 assign Clk4 = Clock_4;
	 assign Clk8 = Clock_8;
    initial begin
        clk_div = '0;
    end
    always_ff @(posedge Clk) begin
        clk_div <= clk_div+5'b00001;
		  if(clk_div == 5'b0000)begin
				Clock_4 <= '1;
				Clock_8 <= '1;
			end
		  if(clk_div == 5'b00110)
				Clock_8 <= '0;
		  if(clk_div == 5'b01100)begin
				Clock_4 <= '0;
				Clock_8 <= '1;
			end
		  if(clk_div == 5'b10010)
				Clock_8 <= '0;
		  if(clk_div == 5'b11000)
				clk_div <= '0;
    end
endmodule  
```
**design/flow/constraint.sdc**
```tcl
current_design clock

set clk_period 1.8
set clk_io_pct 0.2

create_clock -name clk0 -period $clk_period [get_ports {Clk}]

set non_clock_inputs [all_inputs -no_clocks]
set_input_delay [expr $clk_period * $clk_io_pct] -clock clk0 $non_clock_inputs
set_output_delay [expr $clk_period * $clk_io_pct] -clock clk0 [all_outputs]
```
**design/flow/run.sh**
```bash
#!/bin/bash
# OpenROAD 26Q1-2900-gdf79404cd8, Yosys 0.63+post, stock flow scripts
make -C /OpenROAD-flow-scripts/flow DESIGN_CONFIG=/design/flow/config.mk WORK_HOME=/design/flow/orfs finish
```
**design/flow/config.mk**
```make
export PLATFORM = sky130hd
export DESIGN_NAME = clock
export DESIGN_NICKNAME = clock
export VERILOG_FILES = /design/flow/design.v
export SDC_FILE = /design/flow/constraint.sdc
export NUM_CORES = 4
export LEC_CHECK = 1
export CORE_AREA = 10 10 70 70
export DIE_AREA = 0 0 80 80
```
==> ci_impl_report.md <==
### Yosys + OpenROAD results

| Metric | Value |
|---|---|
| Status | `complete, no violations` |
| All-Layer GR Usage | `0.02206` |
| CP cell instances | `clkdlybuf4s50_1` |
| CTS tree | `yes` |
| Initial drt markers | `16` |
| Top area contributor share | `0.3758` |
| DRT Pass-1 Iters | `3` |
| Critical Path End Type | `primary output` |
| M2 GR Usage | `0.02809` |
| Leakage | `approximately 0.00013 uW` |
| CTS buffer count | `3` |
| Met3 Use GR | `0.02614` |
| GRT Max-Usage Layer | `met2` |
| Relative slew slack | `0.7987` |
| Final Total Pwr | `~300 uW` |
| Core area | `0.003416 sq mm` |
| Syn Inst Count | `~43` |
| GP Congestion | `~0.7` |
| CP Data Arrival Time | `approximately 1.1 ns` |
| Latency at later pin | `roughly 0.25 ns` |
| DRC violations left | `0` |
| Register share of total power | `0.519` |
| Buffers inserted by post-CTS timing repair | `0` |
| DR vias/cell | `~2.9` |
| Ys cells | `around 43` |
| Congestion Overflow GR | `0` |
| Log Warnings | `27` |
| Total number of vias | `~280` |
| WL/cell | `approximately 5.9 um` |
| Critical-path maximum fanout | `3` |
| Synth Seq Share | `0.3758` |
| VDD IR-drop max | `0.1418 mV` |
| Critical path's top delay family | `buffers and inverters` |
| Synthesized cell area | `around 370 sq um` |
| Net switching power | `around 59 uW` |
| Initial Util | `0.1092` |
| Switching share of power | `0.1969` |
| Fin crit period | `about 1.4 ns` |
| Max-cap violations | `0` |
| #FFs+latches synth | `7` |
| Critical path's slowest cell | `clkdlybuf4s50_1` |
| M1 GR Usage | `0.02413` |
| Crit path buf inv count | `1` |
| CP Launch Type | `flop` |
| Std-Cell Rows | `21` |
| Largest cells by area | `dfxtp_1, ha_1, buf_6` |
| Ys flop type | `dfxtp_1` |
| Fmax | `a little under 700 MHz` |
| Async S/R FF share, synth | `0` |
| Power Density | `roughly 640 mW/mm^2` |
| Die X | `around 80 um` |
| Class of the worst hold path | `flop to flop` |
| Commonest cells in the netlist | `dfxtp_1, nand2_1, inv_1` |
| Crit path kind | `flop to primary output` |
| Required time worst endpoint | `approximately 1.4 ns` |
| Worst slew pin tran | `~0.30 ns` |
| Final period util | `0.7987` |
| Setup TNS | `0 ns` |
| Area delta synth->final | `25.17%` |
| Number of global-route vias before repair | `~270` |
| RSZ-0062 raised after global routing | `false` |
| Non-filler cells in the finished layout | `98` |
| H-tree Lvls | `1` |
| Synth area leader | `dfxtp_1` |
| Syn Area/Cell | `~8.7 sq um` |
| Comb pwr share | `0` |
| # IOs | `3` |
| Hold buffers post-CTS | `0` |
| Final core utilization | `0.1366` |
| Fin Clk Skew | `just under 0.01 ns` |
| Count of different cell masters after synthesis | `19` |
| Clock edge transition at the registers on the reported setup and hold paths | `approximately 0.06 ns` |
| Die Ht | `approximately 80 um` |
| Post-synth area from yosys stat | `372.9 sq um` |
| Synth warnings | `1` |
| Initial antenna violation count | `1` |
| Chip area | `between 0.006 and 0.007 sq mm` |
| # fillers | `about 390` |
| Clock Tree Buf Depth | `2` |
| Hold Vio Cnt, Final | `0` |
| Max stage delay on crit path | `roughly 0.47 ns` |
| P_int | `around 240 uW` |
| CTS resizes | `0` |
| Synth top cell by count | `dfxtp_1` |
| Pin count of the biggest net entering global routing | `10` |
| Inst Count DP | `89` |
| Post-synth EDFFs | `0` |
| CTS Sinks | `7` |
| Clock power frac | `0.481` |
| First-pass GRT wire length | `1090 um` |
| Post-Route WL | `a little under 600 um` |
| Layout cells sized above 1 | `0.08511` |
| PortBufs | `2` |
| Max Slew Vio Count | `0` |
| Finish-stage setup viols | `0` |
| Clock root cell | `clkbuf_4` |
| Antenna Nets Post-Route | `0` |
[logic make-up (layout without fill, tap and decap cells)]
| family | after synthesis | in the layout | synth area share |
|---|---|---|---|
| DFF | 7 | 7 | 0.3758 |
| adders and majority gates | 3 | 3 | 0.1007 |
| other | 0 | 5 | 0 |
| muxes | 2 | 2 | 0.05369 |
| and+or+nand+nor | 16 | 16 | 0.2215 |
| AOI/OAI and AO/OA | 8 | 8 | 0.1241 |
| buffers and inverters | 6 | 10 | 0.1007 |
| xor gates and xnor gates | 1 | 1 | 0.02349 |
[power groups by stage]
stage | logic, uW | clock network, uW | registers [uW]
after CTS | 0.0000587 | 150 | 155
after global routing | 0.0000587 | 161 | 155
final | 0.0000587 | 143 | 155
[final timing paths]
kind,start,end,slack [ns],cells after the start
min,clk_div[0],clk_div[0],0.46,1
max,Clock_8,Clk8,0.36,1
max reg2reg,clk_div[0],clk_div[1],0.68,5
min reg2reg,clk_div[0],clk_div[0],0.46,1
[layer usage]
| layer | vias to the layer above | part of all wire |
|---|---|---|
| met5 | - | 0 |
| met4 | 0 | 0 |
| li1 | 155 | - |
| met1 | 118 | 0.51 |
| met3 | 0 | 0.16 |
| met2 | 7 | 0.32 |
[metrics by stage]
stage / setup WS (ns) / instance area, sq um / hold slack [ns]
after CTS: 0.3509 / 454.2 / 0.4740
after global placement: 0.6452 / 427.9 / 0.4471
after floorplan: 0.7805 / 372.9 / 0.4296
final: 0.3623 / 466.7 / 0.4634
after detailed placement: 0.6325 / 427.9 / 0.4625
after global routing: 0.3129 / 466.7 / 0.5137
[state kept, by name, indices dropped and copies added (netlist names)]
signal	count
Clock_4	1
Clock_8	1
clk_div	5
[layout make-up]
| type | instances | area, sq um | area share |
|---|---|---|---|
| clock buffer | 4 | 26.28 | 0.05630 |
| timing repair buffer | 2 | 20.02 | 0.04290 |
| antenna | 5 | 12.51 | 0.02681 |
| tap | 46 | 57.56 | 0.1233 |
| multi-input combinational | 30 | 195.2 | 0.4182 |
| sequential | 7 | 140.1 | 0.3003 |
| inverter | 4 | 15.01 | 0.03217 |
[cell usage in the layout, fill, tap and decap left out]
master and instances:
a21oi_1 1, a22o_1 1, a31oi_1 2, clkbuf_1 1, clkbuf_4 3, clkdlybuf4s50_1 2
dfxtp_1 7, diode_2 5, ha_1 3, inv_1 4, mux2i_1 2, nand2_1 6
nand2b_1 3, nand3_1 1, nand3b_1 1, nor2_1 2, nor2b_1 1, nor3_1 1
nor3_2 1, o21ai_0 3, o21ai_1 1, xnor2_1 1
Power and IR drop assume default switching activity.
