===== /design/flow/run.sh =====
#!/bin/bash
# OpenROAD 26Q1-2900-gdf79404cd8, Yosys 0.63+post, stock flow scripts
make -C /OpenROAD-flow-scripts/flow DESIGN_CONFIG=/design/flow/config.mk WORK_HOME=/design/flow/orfs finish

===== /design/flow/config.mk =====
export PLATFORM = sky130hd
export DESIGN_NAME = alu
export DESIGN_NICKNAME = alu
export VERILOG_FILES = /design/flow/design.v
export SDC_FILE = /design/flow/constraint.sdc
export NUM_CORES = 4
export LEC_CHECK = 1
export CORE_AREA = 10 10 75 75
export DIE_AREA = 0 0 85 85

===== /design/flow/constraint.sdc =====
current_design alu

set clk_period 7.9
set clk_io_pct 0.2

create_clock -name clk0 -period $clk_period

set non_clock_inputs [all_inputs -no_clocks]
set_input_delay [expr $clk_period * $clk_io_pct] -clock clk0 $non_clock_inputs
set_output_delay [expr $clk_period * $clk_io_pct] -clock clk0 [all_outputs]

===== /design/flow/design.v =====
module alu(
    input[3:0] ALU_Select,
    input[7:0] A,B,
    output[7:0] ALU_Out
    );
    always_comb begin
        case(ALU_Select)
            4'b0000:  
                ALU_Out = A+B;
            4'b0001:  
                ALU_Out = A-B;
            4'b0010:  
                ALU_Out = A&B;
            4'b0011:  
                ALU_Out = A|B;
            4'b0100:  
                ALU_Out = A^B;
            4'b0101:  
                ALU_Out = '0;
            4'b0110:
                ALU_Out = '0;
            4'b0111:
                ALU_Out = '0;
            4'b1000:
                ALU_Out = '0;
            4'b1001:
                ALU_Out = '0;
            4'b1010:
                ALU_Out = '0;
            4'b1011:
                ALU_Out = '0;
            4'b1100:
                ALU_Out = '0;
            4'b1101:
                ALU_Out = '0;
            4'b1110:
                ALU_Out = '0;
            4'b1111:
                ALU_Out = '0;
			endcase
    end
endmodule  

==> results.yml <==
# synthesis and place-and-route metrics
timing:
  finalHoldViolCount: 0
  fin_crit_ns: 6.29
  finalSetupViolations: 0
  rsz0062_at_grt: "no"
  max_freq_mhz: 159
  period_used_pct: 79.6
  worst_pin_slew_ns: 0.463
  fin_setup_tns_ns: 0
  holdWs_ns: 4.33
  relSlewSlack_pct: 68.9
  slew_violations: 0
synth:
  synth.area.top_cells: "ha_1, inv_1, xnor2_1"
  ys_warn_count: 17
  ys_cells: 135
  ys_chip_area_um2: 1010
  post-synth-top-count-cell: "ha_1"
  ys_seq_share_pct: 0
  top_area_cell: "ha_1"
  top_area_share_pct: 29.7
  syn_avg_cell_area_um2: 7.49
  top_cells_by_count: "ha_1, inv_1, a21oi_1"
  synth.distinct_cells: 36
  synth_area_um2: 1010
  syn_inst: 135
grt:
  grt_pass1_vias: 933
  grt_max_degree: 13
  grt.total_usage_pct: 7.30
  grt_overflow: 0
  antenna_found_initial: 0
  grt_pass1_wl_mm: 4.60
detailed_routing:
  viasPerCell: 4.63
  drc: 0
  vias: 967
  ant_nets: 0
  routed_wl_mm: 2.70
  drt_pass1_iterations: 4
  drtIter0Drc: 34
  antenna_cells: 0
  wl_per_cell_um: 12.9
floorplanning:
  die-area_um2: 7230
  core_um2: 4060
  row_count: 23
  io_pins: 28
  initial_core_util_pct: 24.9
  die_h_um: 85
  die_w_um: 85
place:
  finalWeightedCongestion: 0.841
  io_buffers: 28
  dp_hpwl_mm: 2.39
cts:
  cts_setup_buffers: 0
  cts_hold_buf: 0
  postCtsResizedCells: 0
power:
  share_comb_of_total_power_pct: 100.0
  clock_power_share_pct: 0
  swShare_pct: 48.1
  power_frac_seq_pct: 0
  power_density_nw_per_um2: 60.5
  p_switching_uw: 38.5
  p_int_uw: 41.5
  p_leak_nw: 0.591
  ir_worst_vdd_mv: 0.0240
worst_setup_path:
  critPathRequiredTime_ns: 6.32
  crit_family: "buffers and inverters"
  path_max_fanout: 10
  timing.critical_path.buf_inv: 2
  timing.critical_path.slowest_cell_delay_ns: 0.61
  crit_path_cell_trace: "clkdlybuf4s50_1 > nor4b_4 > mux2i_1 > fa_1 > a211oi_1 > o21bai_1 > a21oi_1 > xor2_1 > o221ai_1 > clkdlybuf4s50_1"
  critPathLaunchType: "primary input"
  cpMostUsedCell: "clkdlybuf4s50_1"
  crit_arrival_ns: 4.71
  end_kind: "output pin"
  crit_type: "in2out"
  cp_slowest_cell: "clkdlybuf4s50_1"
job:
  cap_violations: 0
  log.warning_count: 41
worst_hold_path:
  worstHoldPathType: "in2out"
cells_and_area:
  ff_latch_area_um2: 0
  design.seq.count: 0
  syn_to_final_growth_pct: 30.8
  nClkBuffers: 0
  n_fill_cell: 418
  final_layout_size_suffix_gt1_share_pct: 3.77
  layout.area.comb_um2: 908
run_status:
  outcome: "finished, final reports clean"
-- metrics by stage --
step | util [%] | total power [mW] | setup slack (ns) | area, um^2 | cells
2_1_floorplan | - | 0.0503 | 2.83 | 1010 | 135
3_5_place_dp | 32.6 | 0.0805 | 1.61 | 1320 | 209
6_report | 32.6 | 0.0800 | 1.61 | 1320 | 209
3_3_place_gp | 32.6 | 0.0808 | 1.62 | 1320 | 209
5_1_grt | 32.6 | 0.0899 | 1.39 | 1320 | 209
4_1_cts | 32.6 | 0.0811 | 1.59 | 1320 | 209
-- final timing paths --
path    endpoint  cells past startpoint          start  slack, ns
max   ALU_Out[6]                     10  ALU_Select[3]       1.61
min   ALU_Out[0]                      5           A[0]       4.33
-- cell type report --
class | instances | area share [%]
multi-input cells | 112 | 68.7
repair buffers | 28 | 21.2
inverters | 19 | 5.39
well taps | 50 | 4.73
-- power by group through the flow --
stage | clock [mW] | combinational, mW | sequential [mW]
final | 0 | 0.0800 | 0
after global routing | 0 | 0.0899 | 0
after CTS | 0 | 0.0811 | 0
-- worst min-delay path, cell delays in order --
cell,delay (ns)
clkdlybuf4s50_1,0.43
ha_1,0.20
nand2_1,0.05
o21ai_0,0.07
clkdlybuf4s50_1,0.41
-- cells by family after synthesis --
kind of cell,count (synthesis),synth area share (%)
adders and majority gates,25,31.7
and+or+nand+nor,32,17.3
buffers and inverters,23,10.1
muxes,1,0.990
AOI/OAI and AO/OA,41,27.8
xor gates and xnor gates,13,12.0
-- layer usage --
metal | up-vias | share of wire [%] | GRT usage (%)
met5 | - | 0 | 0
met4 | 0 | 0 | 0
met3 | 0 | 3.6 | 0.578
met2 | 26 | 43 | 11.9
met1 | 423 | 53 | 10.8
li1 | 518 | - | -
-- layout by cell type (no fill, tap or decap), types with 2 or more instances in the layout --
| cell type | n |
|---|---|
| nand2_1 | 7 |
| ha_1 | 24 |
| a21o_1 | 2 |
| nor3_1 | 2 |
| a211oi_1 | 2 |
| a22o_1 | 3 |
| a21boi_0 | 3 |
| nand2b_1 | 7 |
| o21ai_0 | 6 |
| o221ai_1 | 2 |
| nor2_1 | 9 |
| xnor2_1 | 8 |
| clkdlybuf4s50_1 | 28 |
| nor2b_1 | 2 |
| xor2_1 | 4 |
| a31oi_1 | 2 |
| inv_1 | 19 |
| a21oi_1 | 13 |
No activity file was given, so power comes from the tool's default toggle rates.
