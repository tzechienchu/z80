[flow/design.v]
module control(
	input Clk, Reset, Run,
	input[15:0] SP,
	input [7:0] IR,
	input logic mem_resp,
	output IR_Load,
    output logic PC_Load,MAR_Load,MDR_Load,
	output logic mem_read,mem_write,
	output logic MAR_Select, MDR_Select,
	output logic [1:0] mem_byte_enable,
    output logic [3:0] ALU_Select,
	output logic [2:0] State_curr,
	output logic [1:0] PC_Select
    );
enum logic [2:0] {s_halt,fetch1,fetch2,fetch3,decode} State, Next_State;
logic IR_L,MAR_L,MDR_L;
assign IR_Load = IR_L;
assign MAR_Load = MAR_L;
assign MDR_Load = MDR_L;
assign State_curr = State;
always_ff @(posedge Clk or posedge Reset) begin: Assign_Next_State
	if(Reset)
		State <= s_halt;
	else
		State <= Next_State;
end
always_comb begin
	Next_State = State;
	case(State)
		s_halt:
			if(Run) Next_State <= fetch1;
		fetch1:
			Next_State <= fetch2;
		fetch2:
			Next_State <= fetch3;
		fetch3:
			Next_State <= decode;
		decode: 
			Next_State <= fetch1;
	endcase
end
always_comb begin
	PC_Load = 1'b0;
	PC_Select = 2'b00;
	ALU_Select = 4'b0000;
	mem_write = 1'b0;
	mem_read = 1'b0;
	IR_L = 1'b0;
	MAR_L = 1'b0;
	MDR_L = 1'b0;
	mem_byte_enable = 2'b00;
	MAR_Select = 1'b0;
	MDR_Select = 1'b0;
		case(State)
			s_halt:  ;
			fetch1: begin
				MAR_L = 1'b1;
				PC_Load = 1'b1;
			end
			fetch2: begin
				mem_read = 1'b1;
			end
			fetch3: begin
				IR_L = 1'b1;
			end
			decode:  ;
			default:  ;
		endcase
end
endmodule  
[flow/run.sh]
#!/bin/bash
# OpenROAD 26Q1-2900-gdf79404cd8, Yosys 0.63+post, stock flow scripts
make -C /OpenROAD-flow-scripts/flow DESIGN_CONFIG=/design/flow/config.mk WORK_HOME=/design/flow/orfs finish
[flow/config.mk]
export PLATFORM = sky130hd
export DESIGN_NAME = control
export DESIGN_NICKNAME = control
export VERILOG_FILES = /design/flow/design.v
export SDC_FILE = /design/flow/constraint.sdc
export NUM_CORES = 4
export LEC_CHECK = 1
export CORE_AREA = 10 10 70 70
export DIE_AREA = 0 0 80 80
[flow/constraint.sdc]
current_design control

set clk_period 1.1
set clk_io_pct 0.2

create_clock -name clk0 -period $clk_period [get_ports {Clk}]

set non_clock_inputs [all_inputs -no_clocks]
set_input_delay [expr $clk_period * $clk_io_pct] -clock clk0 $non_clock_inputs
set_output_delay [expr $clk_period * $clk_io_pct] -clock clk0 [all_outputs]
==> impl_metrics.json <==
{
  "timing.rr.start": "State[2]",
  "yosys-top-cells-count": "buf_4 (13), nor2_1 (5), dfrtp_1 (3), inv_1 (2), nand2b_1 (2)",
  "r2r_setup_slack_ns": -0.02,
  "fin_ws_ns": -0.218,
  "largest_reg_flops": 3,
  "cts_root_buf": "clkbuf_4",
  "path_max_fanout": 2,
  "grt_max_degree": 5,
  "die_area_um2": 6400,
  "drt-initial-drc-count": 7,
  "drive_above_1_share_pct": 57.4,
  "cts_num_sinks": 3,
  "wl_per_cell_um": 7.35,
  "net-switching-power_mw": 0.423,
  "cp.arrival_ns": 1.10,
  "cts_buffers": 3,
  "crit_top_cell": "buf_6",
  "die_w_um": 80,
  "reg2reg_depth": 5,
  "period_needed_ns": 1.32,
  "swShare_pct": 31.0,
  "grt_usage_pct": 1.95,
  "place_congestion": 0.707,
  "power_density_nw_per_um2": 2760,
  "yosys.area.top_type": "buf_4",
  "vias": 231,
  "synth_cell_types": 10,
  "fp_util_pct": 7.14,
  "maxSlewViolCount": 0,
  "ys_cells": 30,
  "fillers": 383,
  "intPower_mw": 0.943,
  "ir_worst_vdd_v": 0.000414,
  "endpoint_kind": "output port",
  "area_leaders": "buf_4 (40%), dfrtp_1 (31%), nor2_1 (7.7%)",
  "synth-edff-count": 0,
  "reg2reg_to": "State[1]",
  "ys.flops": 3,
  "grt_pass1_wl_um": 1070,
  "syn_area_per_cell_um2": 8.13,
  "insertedDiodeCount": 0,
  "setup_violations": 7,
  "syn_to_final_growth_pct": 103,
  "required_ns": 0.88,
  "yosys_warnings": 1,
  "antenna_found_initial": 0,
  "clock_latency_ns": 0.23,
  "ios": 47,
  "core_area_um2": 3420,
  "seq_area_um2": 77.6,
  "cp_slowest_cell": "dfrtp_1",
  "p_leak_nw": 0.247,
  "h-tree-depth": 1,
  "pwr-share-clk_pct": 14.1,
  "violations": "setup timing",
  "comb_area_um2": 139,
  "slowest_delay_ns": 0.36,
  "routed_wl_um": 735,
  "cts_max_path_buffers": 2,
  "syn-cell-area_um2": 244,
  "cp_num_buf_inv": 3,
  "finClkSkew_ns": 0.00205,
  "port-buffer-count": 9,
  "start_kind": "flip-flop",
  "dpl_cell_area_um2": 380,
  "flop_cell": "dfrtp_1",
  "antenna_left": 0,
  "synth_chip_area_um2": 244,
  "maxCapViolations": 0,
  "dr.pass1.iters": 2,
  "final-hold-violation-count": 0,
  "drc": 0,
  "seqPwrFrac_pct": 17.9,
  "largest-register": "State",
  "clk_pin_slew_ns": 0.04,
  "fin_setup_tns_ns": -0.912,
  "synth_seq_share_pct": 30.8,
  "yosys.cell_count.top_type": "buf_4",
  "fin_util_pct": 14.5,
  "critPathKind": "reg2out",
  "synthCells": 30,
  "hold_path.class": "in2async",
  "maxClockFrequency_mhz": 759,
  "die_h_um": 80,
  "period_used_pct": 120,
  "path_delay_family": "flip-flops",
  "status": "finished with violations",
  "overflow": 0,
  "tool_warnings": 52,
  "fin_area_um2": 495,
  "rsz0062_at_grt": "yes",
  "postSynth.asyncResetShare_pct": 100,
  "netlist.area_leader.share_pct": 40.0,
  "viasPerCell": 2.31,
  "grt_pass1_vias": 262,
  "cts_tree": "yes",
  "comb_power_share_pct": 68.0,
  "num_rows": 21,
  "cts_hold_buf": 0,
  "top_regs": "State: 3 flops",
  "path_cells": "nand2b_4 -> buf_6 -> nor2_4 -> buf_6 -> buf_6"
}
==> power groups by stage <==
stage	clock network (mW)	logic (mW)	registers (mW)
CTS	0.203	0.885	0.235
finish	0.193	0.929	0.244
global route	0.216	1.01	0.256
==> layout by cell type, fill, tap and decap left out, types with 2 or more instances in the layout <==
cell	instances
conb_1	12
buf_4	8
buf_6	7
buf_2	4
nor2_2	3
clkbuf_4	3
dfrtp_2	2
nand2b_4	2
inv_1	2
clkdlybuf4s50_1	2
==> metal layers <==
layer / part of all wire, % / vias up / wire length, µm / global-route usage [%]
li1: - / 116 / - / -
met1: 44 / 100 / 326 / 2.33
met2: 46 / 15 / 339 / 2.89
met3: 9.4 / 0 / 69 / 0.909
met4: 0 / 0 / 0 / 0.880
met5: 0 / - / 0 / 0
==> logic make-up (layout without fill, tap and decap cells) <==
family | count (synthesis) | in the layout | synth area share, %
xor+xnor | 1 | 1 | 3.59
other cells | 1 | 12 | 1.54
buf+inv | 15 | 28 | 43.1
simple gates | 8 | 8 | 15.4
flops | 3 | 3 | 30.8
compound gates | 2 | 2 | 5.64
==> worst max path at each step <==
stage,start,end,slack [ns],depth (start not counted)
CTS,State[2],PC_Load,-0.24,5
global route,State[2],PC_Load,-0.27,5
finish,State[2],PC_Load,-0.22,5
==> layout make-up <==
class | instances | share of cell area, %
inverter | 2 | 1.52
multi-input combinational | 23 | 28.0
clock buffer | 4 | 5.30
tap | 46 | 11.6
sequential | 3 | 15.7
timing repair buffer | 22 | 37.9
==> timing repair <==
action,4_1_cts,5_1_grt
endpoints found under the setup margin,7,10
resized,30,6
pin swaps,3,4
gates cloned,0,0
buffers inserted,8,0
==> through the flow <==
stage | worst slack (ns) | hold slack [ns] | total power, mW | std cells
floorplan | 0.132 | -0.0264 | 0.430 | 41
global placement | -0.263 | 0.399 | 0.830 | 89
detailed placement | -0.271 | 0.393 | 0.831 | 89
CTS | -0.242 | 0.149 | 1.32 | 101
global route | -0.270 | 0.159 | 1.48 | 100
finish | -0.218 | 0.156 | 1.37 | 100
Power is estimated from default activity; no workload was simulated.
